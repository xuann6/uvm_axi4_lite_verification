$ cat flow/config.mk
export PLATFORM = sky130hd
export DESIGN_NAME = axi4_lite_slave
export DESIGN_NICKNAME = axi4_lite_slave
export VERILOG_FILES = /design/flow/design.v
export SDC_FILE = /design/flow/constraint.sdc
export NUM_CORES = 4
export LEC_CHECK = 1
export CORE_UTILIZATION = 40
export SYNTH_HDL_FRONTEND = slang
$ cat flow/constraint.sdc
current_design axi4_lite_slave

set clk_period 6.1
set clk_io_pct 0.2

create_clock -name clk0 -period $clk_period [get_ports {aclk}]

set non_clock_inputs [all_inputs -no_clocks]
set_input_delay [expr $clk_period * $clk_io_pct] -clock clk0 $non_clock_inputs
set_output_delay [expr $clk_period * $clk_io_pct] -clock clk0 [all_outputs]
$ cat flow/design.v
module axi4_lite_slave #(
    parameter int unsigned ADDR_WIDTH = 32,
    parameter int unsigned DATA_WIDTH = 32
)(
    input  logic                  aclk,
    input  logic                  aresetn,         
    input  logic [ADDR_WIDTH-1:0] awaddr,
    input  logic                  awvalid,
    output logic                  awready,
    input  logic [DATA_WIDTH-1:0] wdata,
    input  logic [3:0]            wstrb,
    input  logic                  wvalid,
    output logic                  wready,
    output logic [1:0]            bresp,
    output logic                  bvalid,
    input  logic                  bready,
    input  logic [ADDR_WIDTH-1:0] araddr,
    input  logic                  arvalid,
    output logic                  arready,
    output logic [DATA_WIDTH-1:0] rdata,
    output logic [1:0]            rresp,
    output logic                  rvalid,
    input  logic                  rready
);
    localparam int unsigned NUM_REGS  = 16;
    localparam int unsigned REG_BYTES = NUM_REGS * 4;    
    localparam logic [1:0] RESP_OKAY   = 2'b00;
    localparam logic [1:0] RESP_SLVERR = 2'b01;
    logic [DATA_WIDTH-1:0] reg_file [0:NUM_REGS-1];
    function automatic logic addr_ok(input logic [ADDR_WIDTH-1:0] a);
        addr_ok = (a[1:0] == 2'b00) &&
                  (a < ADDR_WIDTH'(REG_BYTES));
    endfunction
    function automatic int unsigned ridx(input logic [ADDR_WIDTH-1:0] a);
        ridx = int'(a[5:2]);
    endfunction
    logic                  aw_done;
    logic                  w_done;
    logic [ADDR_WIDTH-1:0] wr_addr;
    logic [DATA_WIDTH-1:0] wr_data;
    logic [3:0]            wr_strb;
    logic [1:0]            wr_resp;
    logic wr_exec;
    assign wr_exec = aw_done & w_done;
    assign awready = !aw_done;
    assign wready  = !w_done;
    always_ff @(posedge aclk) begin
        if (!aresetn) begin
            aw_done <= 1'b0;
            wr_addr <= '0;
            wr_resp <= RESP_OKAY;
        end else if (awvalid && awready) begin
            aw_done <= 1'b1;
            wr_addr <= awaddr;
            wr_resp <= addr_ok(awaddr) ? RESP_OKAY : RESP_SLVERR;
        end else if (bvalid && bready) begin
            aw_done <= 1'b0;
        end
    end
    always_ff @(posedge aclk) begin
        if (!aresetn) begin
            w_done  <= 1'b0;
            wr_data <= '0;
            wr_strb <= '0;
        end else if (wvalid && wready) begin
            w_done  <= 1'b1;
            wr_data <= wdata;
            wr_strb <= wstrb;
        end else if (bvalid && bready) begin
            w_done <= 1'b0;
        end
    end
    always_ff @(posedge aclk) begin
        if (!aresetn) begin
            bvalid <= 1'b0;
            bresp  <= RESP_OKAY;
        end else if (wr_exec && !bvalid) begin
            bvalid <= 1'b1;
            bresp  <= wr_resp;
        end else if (bvalid && bready) begin
            bvalid <= 1'b0;
        end
    end
    always_ff @(posedge aclk) begin
        if (!aresetn) begin
            for (int i = 0; i < NUM_REGS; i++)
                reg_file[i] <= '0;
        end else if (wr_exec && !bvalid && addr_ok(wr_addr)) begin
            automatic int unsigned idx = ridx(wr_addr);
            if (wr_strb[0]) reg_file[idx][ 7: 0] <= wr_data[ 7: 0];
            if (wr_strb[1]) reg_file[idx][15: 8] <= wr_data[15: 8];
            if (wr_strb[2]) reg_file[idx][23:16] <= wr_data[23:16];
            if (wr_strb[3]) reg_file[idx][31:24] <= wr_data[31:24];
        end
    end
    assign arready = !rvalid;
    always_ff @(posedge aclk) begin
        if (!aresetn) begin
            rvalid <= 1'b0;
            rdata  <= '0;
            rresp  <= RESP_OKAY;
        end else if (arvalid && arready) begin
            rvalid <= 1'b1;
            if (addr_ok(araddr)) begin
                rdata <= reg_file[ridx(araddr)];
                rresp <= RESP_OKAY;
            end else begin
                rdata <= '0;
                rresp <= RESP_SLVERR;
            end
        end else if (rvalid && rready) begin
            rvalid <= 1'b0;
        end
    end
endmodule
$ cat flow/run.sh
#!/bin/bash
# OpenROAD 26Q1-2900-gdf79404cd8, Yosys 0.63+post, stock flow scripts
make -C /OpenROAD-flow-scripts/flow DESIGN_CONFIG=/design/flow/config.mk WORK_HOME=/design/flow/orfs finish
==> insert_results.sql <==
-- generated from flow reports
INSERT INTO impl_metrics (metric_group, metric, value, unit) VALUES
('run_status', 'status', 'complete, no violations', ''),
('detailed_routing', 'wl_per_cell', '23.1', 'um'),
('die', 'die_x', '258', 'um'),
('worst_hold_path', 'min_path_type', 'reg -> reg', ''),
('logic_synthesis', 'synth_compound_gate_area_share', '0.0655', ''),
('place', 'port_buffers', '145', ''),
('worst_hold_path', 'worstHoldStart', 'wr_addr[24]', ''),
('sta', 'drv_slew', '0', ''),
('logic_synthesis', 'syn_area_per_cell', '12.5', 'um^2'),
('job', 'log.warning_count', '25', ''),
('clocking', 'clock_tree.htree_level_count', '2', ''),
('global_route', 'global_route.usage.met1', '0.323', ''),
('logic_synthesis', 'synth_top_cell_by_area', 'sky130_fd_sc_hd__edfxtp_1', ''),
('sta', 'slew_headroom', '0.315', ''),
('worst_setup_path', 'critical_path_peak_fanout', '21', ''),
('detailed_routing', 'antenna_left', '0', ''),
('logic_synthesis', 'yosys_warnings', '0', ''),
('sta', 'hold_viol_final', '0', ''),
('sta', 'final.setup.tns', '0', 'ns'),
('die', 'fp.coreArea', '64700', 'um^2'),
('worst_setup_path', 'setup.worst_path.start_class', 'input port', ''),
('detailed_routing', 'drt-pass1-iter-count', '5', ''),
('logic_synthesis', 'post_synth_main_area_contributors', 'sky130_fd_sc_hd__edfxtp_1, sky130_fd_sc_hd__dfxtp_1, sky130_fd_sc_hd__nor2_1', ''),
('logic_synthesis', 'synthFlopType', 'sky130_fd_sc_hd__edfxtp_1', ''),
('place', 'place_hpwl', '46400', 'um'),
('global_route', 'antenna_violations_before_repair', '0', ''),
('job', 'drv_cap', '0', ''),
('logic_synthesis', 'synthesis.area', '26300', 'um^2'),
('die', 'die-height', '258', 'um'),
('worst_setup_path', 'critical_path_arrival', '3.68', 'ns'),
('sta', 'max_clock_freq', '0.317', 'GHz'),
('worst_setup_path', 'reg_to_reg_start', 'wr_addr[27]', ''),
('die', 'placementRows', '93', ''),
('clocking', 'cts_max_path_buffers', '3', ''),
('worst_setup_path', 'r2r_setup_slack', '3.03', 'ns'),
('die', 'top_level_ports', '148', ''),
('clocking', 'cts_made_buffers', '61', ''),
('pwr', 'power.static_leakage', '0.0106', 'uW'),
('sta', 'finalHoldWorstSlack', '0.449', 'ns'),
('clocking', 'post_cts_resized', '0', ''),
('logic_synthesis', 'yosys-stat-cells', '2108', ''),
('logic_synthesis', 'muxShareOfSynthArea', '0.117', ''),
('logic_synthesis', 'synth_top_area_share', '0.584', ''),
('sta', 'worstMarginPinSlew', '1.02', 'ns'),
('final_layout', 'drive_above_1_share', '0.126', ''),
('worst_hold_path', 'holdPathEnd', 'wr_addr[24]', ''),
('logic_synthesis', 'enable_flop_cells', '512', ''),
('final_layout', 'post_layout_nonfiller_instances', '3152', ''),
('final_layout', 'area_delta_synth_final', '17.8', '%'),
('final_layout', 'number_of_fillers_in_the_final_layout', '5565', ''),
('detailed_routing', 'drt_iter0_markers', '1191', ''),
('logic_synthesis', 'synth_cells', '2108', ''),
('place', 'routability_congestion_estimate', '0.920', ''),
('worst_setup_path', 'worst_r2r_path_depth', '6', ''),
('die', 'core_util_floorplan', '0.407', ''),
('global_route', 'grt_pass1_vias', '17619', ''),
('logic_synthesis', 'ys_area', '26300', 'um^2'),
('place', 'post-place-ws', '2.35', 'ns'),
('worst_setup_path', 'r2r_end', 'reg_file[13][25]', ''),
('pwr', 'power-per-cell-area', '295', 'nW/um^2'),
('logic_synthesis', 'synth-simple-area-share', '0.124', ''),
('worst_setup_path', 'required_time_of_the_critical_path', '6.62', 'ns'),
('worst_setup_path', 'crit_path_end_kind', 'flip-flop', ''),
('place', 'placed_cells', '3036', ''),
('global_route', 'grt_start_max_net_pins', '76', ''),
('detailed_routing', 'routed-via-count', '17157', ''),
('final_layout', 'final_cell_area', '31000', 'um^2'),
('detailed_routing', 'post-route-drc-count', '0', ''),
('clocking', 'worstSkewPairLatency', '0.63', 'ns'),
('clocking', 'cts_setup_buffers', '0', ''),
('logic_synthesis', 'synth_async_sr_flop_share', '0', '');
## synth_stat cells (2+ instances only)
| master | count |
|---|---|
| sky130_fd_sc_hd__nor2_1 | 532 |
| sky130_fd_sc_hd__edfxtp_1 | 512 |
| sky130_fd_sc_hd__nand2_1 | 200 |
| sky130_fd_sc_hd__mux2i_1 | 159 |
| sky130_fd_sc_hd__clkbuf_1 | 149 |
| sky130_fd_sc_hd__dfxtp_1 | 107 |
| sky130_fd_sc_hd__o21ai_0 | 68 |
| sky130_fd_sc_hd__a21oi_1 | 67 |
| sky130_fd_sc_hd__mux4_2 | 66 |
| sky130_fd_sc_hd__a22oi_1 | 62 |
| sky130_fd_sc_hd__a21o_1 | 31 |
| sky130_fd_sc_hd__a32o_1 | 31 |
| sky130_fd_sc_hd__nand4_1 | 24 |
| sky130_fd_sc_hd__buf_1 | 19 |
| sky130_fd_sc_hd__nor4_1 | 18 |
| sky130_fd_sc_hd__buf_2 | 13 |
| sky130_fd_sc_hd__nand3_1 | 12 |
| sky130_fd_sc_hd__nor2b_1 | 9 |
| sky130_fd_sc_hd__and2_1 | 5 |
| sky130_fd_sc_hd__buf_4 | 3 |
| sky130_fd_sc_hd__inv_1 | 3 |
| sky130_fd_sc_hd__nand2b_1 | 3 |
| sky130_fd_sc_hd__or4_1 | 3 |
| sky130_fd_sc_hd__o221a_2 | 2 |
## critical path, stage by stage
cell and delay (ns):
sky130_fd_sc_hd__buf_2 0.51, sky130_fd_sc_hd__nor2b_2 0.94, sky130_fd_sc_hd__buf_4 0.40, sky130_fd_sc_hd__a22oi_1 0.13, sky130_fd_sc_hd__a21o_1 0.21, sky130_fd_sc_hd__a32o_1 0.25
## logic make-up (layout without fill, tap and decap cells)
kind of cell | Yosys count | after routing
simple gates | 812 | 812
flops | 619 | 619
compound gates | 263 | 263
mux | 225 | 225
buf+inv | 188 | 375
other cells | 1 | 3
## worst max-delay path by stage
stage / slack (ns) / start / end
CTS: 3.03 / araddr[3] / rdata[14]
global route: 2.83 / araddr[3] / rdata[23]
finish: 2.94 / araddr[3] / rdata[23]
## state kept, by name (all words and copies together), names as in the netlist
name / cells
bvalid: 1
aw_done: 1
wr_data: 32
rresp: 1
wr_resp: 1
w_done: 1
rvalid: 1
reg_file: 512
wr_strb: 4
rdata: 32
wr_addr: 32
bresp: 1
## final cells by class
cell class                 count  area, um^2  area share
antenna                        1        2.50   0.0000808
clock buffer                  87        1780      0.0573
clock inverter                28         229     0.00739
inverter                       4        15.0    0.000485
multi-input combinational   1302        8090       0.261
sequential                   619       17500       0.565
tap                          855        1070      0.0345
timing repair buffer         256        2280      0.0737
## power breakdown
group / internal, uW / leakage (uW) / total, uW / switching [uW]
combinational: 269 / 0.00351 / 643 / 374
sequential: 4710 / 0.00613 / 4770 / 62.4
clock: 2150 / 0.000989 / 3730 / 1580
total: 7120 / 0.0106 / 9150 / 2020
## cell usage in the layout, fill, tap and decap left out, drive strengths merged, types with 8 or more instances in the layout
cell type,Yosys,routed
nor2,532,532
a22oi,62,62
mux4,66,66
buf,35,116
a32o,31,31
nor2b,9,9
a21o,31,31
nor4,19,19
inv,4,8
clkbuf,149,87
nand2,200,200
clkdlybuf4s50,0,140
edfxtp,512,512
nand3,12,12
clkinv,0,18
a21oi,67,67
nand4,24,24
o21ai,68,68
mux2i,159,159
dfxtp,107,107
## metal layers
layer	vias to the layer above	share of wire
met5	-	0.0012
met4	4	0.022
met3	102	0.14
met2	938	0.46
met1	8215	0.38
li1	7898	-
## through the flow
step,util,power [uW]
6_report,0.479,9150
5_1_grt,0.479,9420
4_1_cts,0.479,9220
3_5_place_dp,0.448,5500
3_3_place_gp,0.448,5490
2_1_floorplan,-,5210
No activity file was given, so power comes from the tool's default toggle rates.
